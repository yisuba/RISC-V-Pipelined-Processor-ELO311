===== flow/config.mk =====
export PLATFORM = sky130hd
export DESIGN_NAME = Hazard_Unit
export DESIGN_NICKNAME = Hazard_Unit
export VERILOG_FILES = /design/flow/design.v
export SDC_FILE = /design/flow/constraint.sdc
export NUM_CORES = 4
export LEC_CHECK = 1
export CORE_AREA = 10 10 75 75
export DIE_AREA = 0 0 85 85

===== flow/constraint.sdc =====
current_design Hazard_Unit

set clk_period 3.0
set clk_io_pct 0.2

create_clock -name clk0 -period $clk_period

set non_clock_inputs [all_inputs -no_clocks]
set_input_delay [expr $clk_period * $clk_io_pct] -clock clk0 $non_clock_inputs
set_output_delay [expr $clk_period * $clk_io_pct] -clock clk0 [all_outputs]

===== flow/design.v =====
`timescale 1ns / 1ps
module Hazard_Unit(
	input logic PCSrcE, RegWriteM, RegWriteW,
	input logic [1:0] ResultSrcE,
	input logic [4:0] Rs1D, Rs2D, Rs1E, Rs2E, RdE, RdM, RdW,
	output logic StallF, StallD, FlushD, FlushE,
	output logic [1:0] ForwardAE, ForwardBE
);
	always_comb begin
		StallF = 0;
		StallD = 0;
		FlushE = 0;
		FlushD = 0;
		ForwardAE = 2'b00;
		ForwardBE = 2'b00;
		if ((RdM == Rs1E) && (RdM != 0) && (RegWriteM == 1))
			ForwardAE = 2'b10;
		if ((RdM == Rs2E) && (RdM != 0) && (RegWriteM == 1))
			ForwardBE = 2'b10;	 
		if ((RdW == Rs1E) && (RdW != 0) && (RegWriteW == 1))
			ForwardAE = 2'b01;
		if ((RdW == Rs2E) && (RdW != 0) && (RegWriteW == 1))
			ForwardBE = 2'b01;	 
		if ((ResultSrcE == 2'b01) && ((RdE == Rs1D) || (RdE == Rs2D)) && (RdE != 0)) begin  
			StallF = 1;
			StallD = 1;
			FlushE = 1;
		end
		if (PCSrcE == 1) begin
			FlushD = 1;
			FlushE = 1;  
		end
	end
endmodule

===== flow/run.sh =====
#!/bin/bash
# OpenROAD 26Q1-2900-gdf79404cd8, Yosys 0.63+post, stock flow scripts
make -C /OpenROAD-flow-scripts/flow DESIGN_CONFIG=/design/flow/config.mk WORK_HOME=/design/flow/orfs finish

==> impl_metrics.csv <==
group,metric,value,unit
routing,finalWirelength,1894,um
yosys,ys.warnings.count,1,
yosys,most_common_cell,"xor2_1",
timing,post-route-min-period,2.907,ns
timing,finalClockPeriodUsage,0.9691,
place,portBuffers,48,
routing,dr_total_vias,607,
yosys,netlist_instances,55,
critical_path,cp_common_cell,"clkdlybuf4s50_1",
yosys,ys_cells,55,
timing,slew_viol_final,0,
critical_path,criticalPathCategory,"in -> out",
hold_path,min_path_cells,4,
timing,worst_pin_slew,0.2813,ns
finish,drive_above_1_share,0.1712,
floorplanning,die_h,85,um
floorplanning,ioPinCount,48,
place,dp_slack,-0.1865,ns
routing,drtIter0Drc,9,
yosys,synthDistinctLibCells,14,
finish,num-fill-cells,413,
timing,finalHoldViolCount,0,
yosys,yosysTopAreaCell,"xor2_1",
run_status,run_status,"completed",
floorplanning,row_count,23,
pwr,vdd.ir_drop.worst,0.05970,mV
yosys,synthTopCellsByArea,"xor2_1, xnor2_1, or4_1, nor4_2, nor4_1",
yosys,ys_sh_xor,0.6140,
yosys,yosys.area_share.aoi,0.07018,
floorplanning,coreArea,4058,um2
hold_path,min_from,"ResultSrcE[0]",
timing,fmax,344.0,MHz
finish,clock_buffers,0,
global_routing,antenna_found_initial,0,
global_routing,grt_max_degree,4,
timing,tns,0,ns
flow_run,cap_violations,0,
yosys,yosys-top-cells-count,"xor2_1, xnor2_1, or4_1, nor2_1, nor4_1",
critical_path,path_depth,6,
yosys,syn_area,427.9,um2
pwr,swShare,0.3676,
place,gp_congestion,0.8848,
timing,max_slew_margin,0.8125,
routing,drc,0,
routing,dr.pass1.iters,4,
finish,seqCellArea,0,um2
pwr,switching_power,0.04776,mW
finish,stdcell_count,161,
finish,design_area,1075,um2
global_routing,grt_pass1_wl,2980,um
critical_path,critPathSlowestCell,"clkdlybuf4s50_1",
yosys,simple_gate_share,0.2632,
floorplanning,die-area,7225,um2
routing,wl_per_cell,11.76,um
pwr,p_leak,0.4393,nW
pwr,seq_power_share,0,
yosys,adder_share,0,
finish,flop-count,0,
routing,detail-route-antenna-nets,0,
critical_path,worstSetupEndpointType,"output pin",
hold_path,hold_end,"StallD",
yosys,yosys_area,427.9,um2
critical_path,cp_max_fo,2,
clock_network,cts_setup_buffers,0,
global_routing,gr-usage-all-layers,0.04703,
critical_path,cp_cell_sequence,"clkdlybuf4s50_1 > buf_4 > xnor2_1 > nand3_1 > nor4_4 > clkdlybuf4s50_1",
global_routing,gr-total-overflow,0,
yosys,ys_sh_mux,0,
finish,area_growth,151.2,%
critical_path,cp.arrival,2.31,ns
yosys,yosysTopAreaCellShare,0.4912,
flow_run,warnings,32,
timing,fin_ws,0.09281,ns
place,dp_hpwl,1674,um
pwr,p_per_area,120.9,nW/um2
timing,holdWs,1.872,ns
pwr,pwr-share-comb,1.000,
yosys,ys_seq_frac,0,
critical_path,start_kind,"input pin",
timing,rsz0062_at_grt,"false",
floorplanning,die_w,85,um
routing,antenna_cells,0,
hold_path,hp-class,"in -> out",
routing,vias_per_cell,3.770,
critical_path,cp.required,2.40,ns
critical_path,max_stage_delay,0.52,ns
timing,setup_violations,0,
yosys,syn_avg_cell_area,7.780,um2
place,dp_cells,161,
floorplanning,fp_util,0.1055,
critical_path,crit_family,"buffers and inverters",
critical_path,critical_path_buf_inv_count,3,
place,place_area,1031,um2
pwr,clockPowerShare,0,
yosys,logic_family,"XOR/XNOR gates",
pwr,p_int,0.08218,mW
global_routing,grt_pass1_vias,661,
[what timing repair did]
| item | 4_1_cts | 5_1_grt |
|---|---|---|
| hold endpoints to repair | 0 | 0 |
| cloned | 0 | 0 |
| pin swaps | 2 | 2 |
| hold buffers | 0 | 0 |
| setup endpoints to repair | 7 | 6 |
| resized | 6 | 11 |
[cell type report]
class / count / area (um2) / area share
timing repair buffer: 58 / 551.8 / 0.5134
multi-input combinational: 51 / 452.9 / 0.4214
tap: 50 / 62.56 / 0.05821
inverter: 2 / 7.507 / 0.006985
[stage by stage]
step                        util  power, mW
after floorplan                -    0.03763
after global routing      0.2649     0.1411
after detailed placement  0.2541     0.1231
after CTS                 0.2578     0.1254
after global placement    0.2541     0.1231
final                     0.2649     0.1299
[layout by cell type, fill, tap and decap left out, types with 2 or more instances in the layout]
master           count
or4_1                4
nor3_1               2
dlymetal6s2s_1       3
clkdlybuf4s50_1     42
xor2_1              24
nor4_4               2
nand3_1              2
nor4_2               3
xnor2_1              6
buf_4               10
inv_1                2
clkbuf_2             2
nor2_1               3
[worst max path at each step]
stage / from / end / slack [ns]
after CTS: RdE[2] / StallF / 0.03
after global routing: RdW[1] / ForwardAE[0] / 0.004
final: RdW[1] / ForwardAE[0] / 0.09
[power groups by stage]
stage	Sequential [mW]	Clock, mW	Combinational (mW)
after global routing	0	0	0.141
final	0	0	0.130
after CTS	0	0	0.125
[cell families after synthesis]
family / count (synthesis)
xor+xnor: 30
simple gates: 17
compound gates: 4
buf+inv: 4
[routing by layer]
| metal | part of all wire | global-route usage |
|---|---|---|
| met1 | 0.42 | 0.05935 |
| met2 | 0.48 | 0.07698 |
| met3 | 0.11 | 0.02023 |
| met4 | 0 | 0 |
| met5 | 0 | 0 |
Power and IR drop assume default switching activity.
